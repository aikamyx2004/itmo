==> design.v <==
module register_file(clk, we3, a1, a2, a3, wd3, rd1, rd2);
  input clk, we3;
  input [4:0] a1, a2, a3;
  input [31:0] wd3;
  output reg [31:0] rd1, rd2;
  reg[31:0] q;
  reg[7:0] i;
  reg [31:0] adress[63:0];
  initial begin
    for(i=0; i<64; i=i+1) begin
      adress[i]=0;
    end
  end
  always @ (posedge clk) begin
    if(we3) begin
      adress[a3] = wd3;
      q = adress[a3];
    end  
  end
  always @(a1) begin
    rd1 = a1 ? adress[a1] : 0;
  end
  always @(a2) begin
    rd2 = a2 ? adress[a2] : 0;
  end
endmodule
==> run.sh <==
#!/bin/bash
# OpenROAD 26Q1-2900-gdf79404cd8, Yosys 0.63+post, stock flow scripts
make -C /OpenROAD-flow-scripts/flow DESIGN_CONFIG=/design/flow/config.mk WORK_HOME=/design/flow/orfs finish
==> config.mk <==
export PLATFORM = sky130hd
export DESIGN_NAME = register_file
export DESIGN_NICKNAME = register_file
export VERILOG_FILES = /design/flow/design.v
export SDC_FILE = /design/flow/constraint.sdc
export NUM_CORES = 4
export LEC_CHECK = 1
export CORE_UTILIZATION = 50
==> constraint.sdc <==
current_design register_file

set clk_period 8.1
set clk_io_pct 0.2

create_clock -name clk0 -period $clk_period [get_ports {clk}]

set non_clock_inputs [all_inputs -no_clocks]
set_input_delay [expr $clk_period * $clk_io_pct] -clock clk0 $non_clock_inputs
set_output_delay [expr $clk_period * $clk_io_pct] -clock clk0 [all_outputs]
==> flow_metrics.py <==
# Synthesis and PnR figures
metrics = {
    "setup_path": {
        "max_stage_delay_ps": 840,
        "worst_path_max_delay_cell": "nor2_2",
        "crit_chain": "buf_2 -> buf_4 -> nand3_2 -> nor2_2 -> buf_4 -> a22oi_1 -> nand4_1 -> or4_1 -> clkdlybuf4s50_1",
        "critPathMaxFanout": 22,
        "end_kind": "primary output",
        "path_common_cell": "buf_4",
        "critPathRequiredTime_ps": 6480,
        "path_class": "in -> out",
        "cp-start-kind": "input pin",
        "cp.arrival_ps": 5750,
    },
    "pwr": {
        "p_leak_nw": 17.3,
        "internal-power_mw": 8.85,
        "vdd.ir_drop.worst_v": 0.000192,
        "clkPwrFrac_pct": 42.1,
        "switching_power_mw": 2.83,
        "power_density_nw_per_um2": 226,
        "power.total_mw": 11.7,
        "switching_share_pct": 24.2,
        "p_comb_share_pct": 8.7,
        "pwr-share-seq_pct": 49.3,
    },
    "logic_synthesis": {
        "yosysWarnings": 2,
        "syn_inst": 3134,
        "ys_ff": 992,
        "ys.flop_type": "edfxtp_1",
        "async_flop_share_pct": 0,
        "yosys_area_um2": 44100,
        "edf_count": 992,
        "yosysSeqAreaShare_pct": 67.5,
        "ys_cells": 3134,
        "synthesis.area_um2": 44100,
        "yosys.cell_types.count": 75,
        "avgSynthCellArea_um2": 14.1,
    },
    "layout": {
        "drive_gt1_share_pct": 17.2,
        "largest_reg_flops": 992,
        "fin_cells": 4663,
        "fin_area_um2": 51700,
        "synthToLayoutAreaGrowth_pct": 17.3,
        "fillers": 6512,
        "lay_top_count": "edfxtp_1",
        "post-route-util_pct": 59.5,
        "layout_top_cells": "edfxtp_1 (992), a22oi_1 (556), buf_4 (254)",
    },
    "clock_tree": {
        "htreeDepth": 3,
        "cts_buffers": 104,
        "ctsHoldBuffers": 0,
        "cts_tree": "built",
        "clkSinkCount": 992,
        "cts_resized": 0,
        "clk_path_buf_depth": 3,
        "clk_transition_reported_paths_ps": 60,
        "cts-root-buf": "clkbuf_16",
        "postCtsSetupBuffers": 0,
    },
    "sta": {
        "slew_violations": 0,
        "clock.fmax_mhz": 136,
        "slew_headroom_pct": 14.7,
        "final-hold-violation-count": 0,
        "rsz0062_at_grt": "no",
        "tns_ps": 0,
        "min_period_ps": 7370,
        "setup_viol": 0,
        "finalCritPeriodShare_pct": 90.9,
        "tightest_slew_ps": 1280,
    },
    "global_route": {
        "grt_max_degree": 63,
        "antenna_found_initial": 37,
        "grt.total_usage_pct": 64.7,
        "grt_pass1_wl_um": 346000,
        "gr-total-overflow": 0,
        "grt_pass1_vias": 40600,
    },
    "detailed_routing": {
        "wl_um": 262000,
        "avgViaCountPerCell": 8.52,
        "drtIter0Drc": 5370,
        "wl_per_cell_um": 56.2,
        "drc": 0,
        "vias": 39700,
        "drt-pass1-iter-count": 9,
        "antenna_left": 0,
    },
    "placement": {
        "dp.final_hpwl_um": 157000,
        "port_buffers": 112,
        "dp.cells": 4414,
        "dpl_cell_area_um2": 48200,
        "globalplace.congestion": 1.17,
    },
    "floorplan": {
        "fp_util_pct": 50.7,
        "dieWidth_um": 299,
        "rows": 108,
        "core_um2": 87000,
        "ios": 113,
        "dieArea_um2": 89400,
        "die_h_um": 299,
    },
    "min_path": {
        "hold_path_class": "in -> reg",
    },
    "flow_run": {
        "cap_viol_max_count": 0,
        "warnings": 26,
    },
    "outcome": {
        "outcome": "completed",
    },
}
-- power by group through the flow --
stage / Clock (mW) / Sequential, mW / Combinational (mW)
CTS: 4.87 / 5.75 / 0.918
global route: 5.07 / 5.75 / 0.983
finish: 4.91 / 5.75 / 1.01
-- layout make-up --
type | instances | area [µm²] | area share [%]
inverters | 10 | 37.5 | 0.0725
repair buffers | 371 | 3120 | 6.04
clock inverters | 60 | 627 | 1.21
diodes | 58 | 145 | 0.281
flip-flops and latches | 992 | 29800 | 57.6
multi-input cells | 1886 | 13800 | 26.6
well taps | 1155 | 1450 | 2.79
clock buffers | 131 | 2790 | 5.39
-- worst paths after layout --
check	start	endpoint	slack, ps	depth (start not counted)
worst min-delay path	wd3[7]	adress[20][7]	1490	1
worst max-delay path	a2[1]	rd2[26]	730	9
-- through the flow --
step	worst slack, ps	hold WS [ps]
after floorplan	3240	1720
after global placement	1080	2210
after detailed placement	1040	2210
after CTS	1020	1490
after global routing	843	1520
final	734	1490
-- kinds of logic after synthesis --
| group | Yosys count | synth area share (%) |
|---|---|---|
| buffers and inverters | 256 | 2.68 |
| and+or+nand+nor | 916 | 11.9 |
| DFF | 992 | 67.5 |
| muxes | 114 | 2.92 |
| AOI/OAI and AO/OA | 856 | 15.0 |
-- critical path, delay by kind of cell --
kind	cells	cell delay (ps)
simple gates	4	1960
compound gates	1	140
buf+inv	4	1940
-- Yosys cell counts, types with 16 or more instances --
| cell type | n | area, µm² |
|---|---|---|
| a2111oi_0 | 51 | 447 |
| a21oi_1 | 40 | 200 |
| a222oi_1 | 18 | 180 |
| a22o_1 | 36 | 315 |
| a22oi_1 | 556 | 4170 |
| a32oi_1 | 32 | 280 |
| and3_1 | 211 | 1320 |
| buf_2 | 85 | 425 |
| clkbuf_1 | 136 | 510 |
| edfxtp_1 | 992 | 29800 |
| mux2_2 | 37 | 417 |
| mux2i_1 | 69 | 691 |
| nand2_1 | 69 | 259 |
| nand2b_1 | 20 | 125 |
| nand3_1 | 166 | 831 |
| nand4_1 | 127 | 795 |
| nor2_1 | 115 | 432 |
| nor2b_1 | 17 | 106 |
| nor3_1 | 36 | 180 |
| o21ai_0 | 16 | 80.1 |
| or4_1 | 53 | 398 |
-- metal layers --
metal  global-route usage, %  up-vias  share of wire, %
met5                    37.7        -               1.4
met4                    48.6      134                11
met3                    65.4     1955                24
met2                    74.7     5479                37
met1                    64.4    18400                27
li1                        -    13700                 -
No activity file was given, so power comes from the tool's default toggle rates.
